==> flow/design.v <==
module keyboard(
  input bit clk_k,  
  input bit data,  
  output bit [7:0] led,  
  output bit parity_error,  
  output bit rdy);  
  reg [9:0] register; 
  bit [3:0] counter; 
  bit       parity;
  assign led = register[9:2];
  assign parity = register[1];
  always_ff@(negedge clk_k)
    begin
      register <= {register[8:0], data};
      if(counter == 4'b1011)
        counter <= 4'b0000; 
      else 
        counter <= counter + 4'b1;  
    end     
  always_ff@(posedge clk_k)
    begin
      if(counter == 4'b1011) 
        if(!parity == ^led)
          rdy <= 1'b1;
        else 
          parity_error <= 1'b1;
      else begin
        rdy <= 1'b0;
        parity_error <= 1'b0; 
      end 
    end 
endmodule 
module decoder(
  input bit clk, reset_l,
  input bit [7:0] led_de,
  input bit doneFromPrinter,
  input bit rdyFromKey, 
  output bit rdyToPrint, 
  output bit [7:0] ascii);
  bit [7:0] ascii_tmp;
  always_ff@(posedge clk,negedge reset_l)
    if(~reset_l) begin 
      ascii <= 8'h3D;  
      rdyToPrint <= 1'b0; 
    end
    else begin
      if(doneFromPrinter && rdyFromKey) begin 
        rdyToPrint <= 1'b1;  
        ascii <= ascii_tmp; 
      end 
      else begin
        rdyToPrint <= 1'b0;
        ascii <= 8'h3D;  
      end 
    end 
   ascii_translation at(.keyboard_input(ascii_tmp),.led(led_de));
endmodule 
module ascii_translation(
    input bit [7:0] led,
    output bit [7:0] keyboard_input
  );
  always_comb begin
      keyboard_input = 8'b0;
      case (led)
        8'b0011_1000: keyboard_input = 8'h41;  
        8'b0100_1100: keyboard_input = 8'h42;  
        8'b1000_0100: keyboard_input = 8'h43;  
        8'b1100_0100: keyboard_input = 8'h44;  
        8'b0010_0100: keyboard_input = 8'h45;  
        8'b1101_0100: keyboard_input = 8'h46;  
        8'b0010_1100: keyboard_input = 8'h47;  
        8'b1100_1100: keyboard_input = 8'h48;  
        8'b1100_0010: keyboard_input = 8'h49;  
        8'b1101_1100: keyboard_input = 8'h4a;  
        8'b0100_0010: keyboard_input = 8'h4b;  
        8'b1101_0010: keyboard_input = 8'h4c;  
        8'b0101_1100: keyboard_input = 8'h4d;  
        8'b1000_1100: keyboard_input = 8'h4e;  
        8'b0010_0010: keyboard_input = 8'h4f;  
        8'b1011_0010: keyboard_input = 8'h50;  
        8'b1010_1000: keyboard_input = 8'h51;  
        8'b1011_0100: keyboard_input = 8'h52;  
        8'b1101_1000: keyboard_input = 8'h53;  
        8'b0011_0100: keyboard_input = 8'h54;  
        8'b0011_1100: keyboard_input = 8'h55;  
        8'b0101_0100: keyboard_input = 8'h56;  
        8'b1011_1000: keyboard_input = 8'h57;  
        8'b0100_0100: keyboard_input = 8'h58;  
        8'b1010_1100: keyboard_input = 8'h59;  
        8'b0101_1000: keyboard_input = 8'h5a;  
        8'b0110_1000: keyboard_input = 8'h31;  
        8'b0111_1000: keyboard_input = 8'h32;  
        8'b0110_0100: keyboard_input = 8'h33;  
        8'b1010_0100: keyboard_input = 8'h34;  
        8'b0111_0100: keyboard_input = 8'h35;  
        8'b0110_1100: keyboard_input = 8'h36;  
        8'b1011_1100: keyboard_input = 8'h37;  
        8'b0111_1100: keyboard_input = 8'h38;  
        8'b0110_0010: keyboard_input = 8'h39;  
        8'b1010_0010: keyboard_input = 8'h30;  
		  default: keyboard_input = 8'b0;
      endcase
  end
endmodule
==> flow/run.sh <==
#!/bin/bash
# OpenROAD 26Q1-2900-gdf79404cd8, Yosys 0.63+post, stock flow scripts
make -C /OpenROAD-flow-scripts/flow DESIGN_CONFIG=/design/flow/config.mk WORK_HOME=/design/flow/orfs finish
==> flow/config.mk <==
export PLATFORM = sky130hd
export DESIGN_NAME = keyboard
export DESIGN_NICKNAME = keyboard
export VERILOG_FILES = /design/flow/design.v
export SDC_FILE = /design/flow/constraint.sdc
export NUM_CORES = 4
export LEC_CHECK = 1
export CORE_AREA = 10 10 82 82
export DIE_AREA = 0 0 92 92
==> flow/constraint.sdc <==
current_design keyboard

set clk_period 2.5
set clk_io_pct 0.2

create_clock -name clk0 -period $clk_period [get_ports {clk_k}]

set non_clock_inputs [all_inputs -no_clocks]
set_input_delay [expr $clk_period * $clk_io_pct] -clock clk0 $non_clock_inputs
set_output_delay [expr $clk_period * $clk_io_pct] -clock clk0 [all_outputs]
==> results.txt <==
Flow results.

- STA classifies the critical path endpoint as a flip-flop.
- The final worst clock skew is 0.07052 ns.
- In this run the core area contains 26 standard-cell rows.
- Wire segments on met3 add up to 92 um in the final route.
- Per the cell usage report, the commonest logic cells after layout are 15 x sky130_fd_sc_hd__inv_1, 8 x sky130_fd_sc_hd__dfxtp_2, 7 x sky130_fd_sc_hd__dfxtp_1, 7 x sky130_fd_sc_hd__buf_4, 6 x sky130_fd_sc_hd__buf_2.
- In the Yosys report the total cell count is 46.
- The width of the die is 92 um.
- For this run, the number of Yosys warnings is 1.
- TritonCTS built the clock tree.
- The clock tree buffer depth is 2.
- Clock tree synthesis selected as its root buffer the cell sky130_fd_sc_hd__clkbuf_8.
- The overall fraction of global-route tracks in use is 2.377%.
- The number of failing hold endpoints at the final stage is 0.
- The initial antenna violation count is 0.
- The placement report lists the number of port buffers as 11.
- The final max-slew violation count is 0.
- The count of pins on the block boundary is 12.
- Across the run, the number of max-cap violations was 0.
- Setup repair after global routing could not meet its margin everywhere.
- The synthesis report lists the most area-consuming cells as sky130_fd_sc_hd__dfxtp_1 58%, sky130_fd_sc_hd__buf_4 11%, sky130_fd_sc_hd__xnor2_1 6.3%.
- The post-detailed-placement half-perimeter wirelength is 713.8 um.
- The register share after synthesis is 58.05%.
- The flow ran to the end, but the final reports show violations.
- Looking at the max-slew report, the worst-margin pin has a slew of 0.2119 ns.
- The total antenna diodes in the routed design is 0.
- The portion of synthesized cell area occupied by the leading cell type is 58.05%.
- The tightest hold margin is 0.3160 ns.
- The worst setup path is launched from a flip-flop.
- The routed wirelength normalized by instance count is 7.238 um.
- The core utilization at floorplan is 10.87%.
- The via count of the first global-routing pass was 360.
- Per the TritonCTS log, the buffer count is 3.
- The standard cell core area is 0.005075 mm^2.
- According to the timing report, the critical path is launched from register[8]$_DFF_N_.
- The number of vias after detailed routing is 368.
- Of all nets on the critical path, the largest fanout is 2.
- The residual DRC count is 0.
- For flop-to-flop paths, the worst setup slack is -0.17 ns.
- Per the CTS log, the maximum H-tree level is 1.
- The post-synthesis register bit count is 16.
- The ratio of routed vias to standard cells is 2.573.
- The most numerous logic cell after layout is sky130_fd_sc_hd__inv_1.
- The leakage component of the power was reported as 0.4002 nW.
- Counting every instance in the synthesized netlist gives 46.
- The detailed router reports a met2 wire length of 352 um.
- The clock sink count is 16.
- For this design the ratio of total power to cell area is 702.2 mW/mm^2.
- The critical path is of the reg2reg type.
- The launch point of the worst hold path is register[0]$_DFF_N_.
- The initial detailed-routing violation count is 7.
- The highest metal layer used by the detailed router is met4.
- After detailed placement, the design holds a cell count of 123.
- The residual antenna-violating net count after detailed routing is 0.
- According to the timing report, the data required time at the worst endpoint equals 2.64 ns.
- Per the run report, area growth between synthesis and finish was 54.65%.
- The number of endpoints failing setup at the final stage is 5.
- Across all stage logs, warnings added up to 42.
- Looking at the reg2reg group, the worst path starts from register[8]$_DFF_N_.
- The synthesized area is 551.8 um^2.
- The total overflow reported by the global router is 0.
- Sorting the Yosys area breakdown by cell type puts at the top sky130_fd_sc_hd__dfxtp_1.
- The placer's final routability congestion estimate is 0.7118.
- The post-place instance area is 721.9 um^2.
- Once routing completed, OpenROAD measured the worst setup slack at -0.1658 ns.
- The hold buffer count at cts is 0.
- The data arrival time of the critical path is 2.81 ns.
- The detailed router put a total of 551 um of wire on met1.
- In this run the full chip footprint comes out at 0.008464 mm^2.
- The die is 92 um tall.
- The worst IR drop on VDD is 0.0002426 V.
- The count of cells in the finished layout, fillers not included, comes to 143.
- STA reports the tightest min-delay check as being of type reg2reg.
- In the final layout, the fill cell count is 566.
- The final design area excluding fillers is 853.3 um^2.
- Looking at the worst setup and hold paths, the clock pins of their registers show a slew of 0.06 ns.
- In the log, the iteration count for the first detailed-route pass is 2.
- Across all checked pins, the minimum headroom to the slew limit is 85.77%.
- The checks that failed: negative setup slack.
- The average instance area after synthesis is 12.00 um^2.
- Entering global routing, the biggest net connects 9 pins.
- The first global-routing pass estimated 1.669 mm of wire.
- The chip area line in the Yosys stat output reads 551.8 um^2.
- The clock latency of the later-clocked register in the worst-skew pair is 0.32 ns.
- The post-route netlist has 41.10% of its cells at a drive strength greater than 1.
- The share of the core filled with cells is 16.81%.
- For this block, the routed nets add up to 1.035 mm of wire.
- The gate-level netlist out of Yosys references 16 unique cell types.
final cells by class:
| cell class | count | area (um^2) | area share (%) |
|---|---|---|---|
| clock buffer | 3 | 41.29 | 4.839 |
| clock inverter | 14 | 52.55 | 6.158 |
| inverter | 1 | 3.754 | 0.4399 |
| multi-input combinational | 20 | 190.2 | 22.29 |
| sequential | 16 | 334.1 | 39.15 |
| tap | 70 | 87.58 | 10.26 |
| timing repair buffer | 19 | 143.9 | 16.86 |
routing by layer:
layer	track usage, %	up-vias
met5	0	-
met3	1.071	2
met4	0.7712	0
met1	3.521	159
li1	-	193
met2	2.941	14
sequential cells by signal (all words and copies together), names as in the netlist:
name	flops
parity_error	1
rdy	1
register	10
counter	4
timing repair:
item | CTS | global route
cloned | 0 | 0
setup endpoints to repair | 10 | 7
setup buffers | 4 | 0
gates resized | 31 | 5
pin swaps | 4 | 1
final timing paths:
kind,endpoint,depth (start not counted)
worst max-delay path,rdy$_SDFFE_PP0N_,5
worst min register to register,register[1]$_DFF_N_,0
worst max register to register,rdy$_SDFFE_PP0N_,5
worst min-delay path,register[1]$_DFF_N_,0
metrics by stage:
step | TNS (ns) | worst slack, ns | power, W
after global routing | -0.6340 | -0.2138 | 0.0006421
after detailed placement | -0.5872 | -0.1116 | 0.0003602
after global placement | -0.5092 | -0.1118 | 0.0003597
after CTS | -0.3863 | -0.1441 | 0.0006016
final | -0.4142 | -0.1658 | 0.0005992
after floorplan | -0.01429 | -0.01429 | 0.0003455
cells by family after synthesis:
kind of cell    synth area share (%)
flops                          58.05
fa+ha+maj                      2.267
buf+inv                        12.25
xor+xnor                       14.97
compound gates                 5.442
simple gates                   7.030
Yosys cell counts, drive strengths merged:
master  count
xor2        1
dfxtp      16
nand2b      2
nand3       2
o21ai       2
inv         2
and2        1
buf         8
ha          1
xnor3       1
nor2b       1
a21oi       2
o21ba       1
nand2       1
xnor2       5
power by group:
| part | total (W) | leakage (nW) | switching [W] | internal, W |
|---|---|---|---|---|
| registers | 0.000273 | 0.133 | 0.00000585 | 0.000267 |
| logic | 0.0000544 | 0.171 | 0.0000173 | 0.0000372 |
| clock network | 0.000272 | 0.0961 | 0.000136 | 0.000137 |
| total | 0.000599 | 0.400 | 0.000159 | 0.000440 |
critical path, stage by stage, from the launching register on:
cell and delay (ns):
sky130_fd_sc_hd__dfxtp_2 0.31, sky130_fd_sc_hd__buf_6 0.12, sky130_fd_sc_hd__xnor2_4 0.11, sky130_fd_sc_hd__xnor3_1 0.34, sky130_fd_sc_hd__xnor2_1 0.16, sky130_fd_sc_hd__o21ba_1 0.20
Power is estimated from default activity; no workload was simulated.
