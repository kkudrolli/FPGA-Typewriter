==> flow/run.sh <==
#!/bin/bash
# OpenROAD 26Q1-2900-gdf79404cd8, Yosys 0.63+post, stock flow scripts
make -C /OpenROAD-flow-scripts/flow DESIGN_CONFIG=/design/flow/config.mk WORK_HOME=/design/flow/orfs finish
==> flow/config.mk <==
export PLATFORM = sky130hd
export DESIGN_NAME = print_control
export DESIGN_NICKNAME = print_control
export VERILOG_FILES = /design/flow/design.v
export SDC_FILE = /design/flow/constraint.sdc
export NUM_CORES = 4
export LEC_CHECK = 1
export CORE_UTILIZATION = 50
==> flow/constraint.sdc <==
current_design print_control

set clk_period 6.1
set clk_io_pct 0.2

create_clock -name clk0 -period $clk_period [get_ports {clk}]

set non_clock_inputs [all_inputs -no_clocks]
set_input_delay [expr $clk_period * $clk_io_pct] -clock clk0 $non_clock_inputs
set_output_delay [expr $clk_period * $clk_io_pct] -clock clk0 [all_outputs]
==> flow/design.v <==
module print_control (
    input  logic       clk, rst_l, rdy,
    input  logic [7:0] ascii,
    output logic       done,
	 output  logic      tx, gnd);
    logic [7:0] trans_byte_in;
    logic       trans_done, trans_set_byte;
    assign gnd = 0; 
    proto_fsm pfsm (.clk(clk), .rst_l(rst_l), .trans_done(trans_done), 
                    .recv_rdy(rdy), .recv_byte_in(ascii), .trans_byte_in(trans_byte_in),
                    .trans_set_byte(trans_set_byte), .recv_done(done));
    trans_fsm tfsm (.clk(clk), .rst_l(rst_l), .set_byte(trans_set_byte),
                    .byte_in(trans_byte_in), .tx(tx), .done(trans_done));
endmodule: print_control
module proto_fsm (
    input  logic       clk, rst_l, trans_done, recv_rdy,
    input  logic [7:0] recv_byte_in,
    output logic [7:0] trans_byte_in,
    output logic       trans_set_byte, recv_done);
    enum logic [1:0] {s_delay, s_init, s_char} cs, ns;
    logic [25:0] delay_count;
    logic inc_delay;
    always_ff @(posedge clk, negedge rst_l) begin
        if (~rst_l) begin
            cs <= s_delay;
            delay_count <= 26'd0;
        end 
        else begin
            cs <= ns;
            delay_count <= (inc_delay) ? delay_count + 26'd1 : delay_count;
        end
    end
    always_comb begin
        ns = s_char;
        trans_byte_in = 8'd0;
        trans_set_byte = 1'b0;
        recv_done = 1'b0;
        inc_delay = 1'b0;
        case (cs) 
            s_delay: begin
                ns = (delay_count == 26'd50000000) ? s_init : s_delay;
                inc_delay = 1'b1;
            end
            s_init: begin
                ns = (trans_done) ? s_char : s_init;
                trans_byte_in = 8'd255; 
                trans_set_byte = ~trans_done;
            end
            s_char: begin
                ns = s_char;
                trans_byte_in = recv_byte_in;
                trans_set_byte = ~trans_done && recv_rdy;
                recv_done = trans_done;
            end
        endcase
    end
endmodule: proto_fsm
module trans_fsm (
    input  logic       clk, rst_l, set_byte,
    input  logic [7:0] byte_in,
    output logic       tx, done);
    enum logic [1:0] {s_idle, s_start, s_trans, s_stop} cs, ns;
    logic [12:0] sample_count;
    logic [3:0]  bit_count;
    logic [7:0]  trans_byte;
    logic        clr_bit, inc_bit, clr_sample, inc_sample;
    logic        clr_byte, shift;
	 logic [7:0]  seen_byte;
    always_ff @(posedge clk, negedge rst_l) begin
        if (~rst_l) begin
            cs <= s_idle;
            sample_count <= 'd0;
            bit_count <= 'd0;
            trans_byte <= 8'd0;
				seen_byte <= 0;
        end 
        else begin
            cs <= ns;
            sample_count <= (clr_sample) ? 13'd0 : 
                            ((inc_sample) ? sample_count + 13'd1 : sample_count);
            bit_count <= (clr_bit) ? 4'd0 : 
                         ((inc_bit) ? bit_count + 4'd1 : bit_count);
            trans_byte <= (clr_byte) ? 8'd0 :
                          ((shift) ? {1'b0, trans_byte[7:1]} :
                          ((set_byte && (seen_byte != byte_in)) ? byte_in : trans_byte));
				seen_byte <= byte_in;
        end
    end
    always_comb begin
        ns = s_idle;
        inc_bit = 1'b0;
        clr_bit = 1'b0;
        inc_sample = 1'b0;
        clr_sample = 1'b0;
        clr_byte = 1'b0;
        shift = 1'b0;
        tx = 1'b1;
        done = 1'b0;
        case (cs)
            s_idle: begin
                ns = (set_byte) ? s_start : s_idle; 
                tx = 1'b1;
            end
            s_start: begin
                ns = (sample_count == 13'd2604) ? s_trans : s_start;
                tx = 1'b0;
                inc_sample = 1'b1;
                clr_sample = (sample_count == 13'd2604);
            end
            s_trans: begin
                ns = (bit_count == 4'd8) ? s_stop : s_trans;
                tx = trans_byte[0];
                shift = (sample_count == 13'd2604);
                inc_bit = (sample_count == 13'd2604);
                inc_sample = 1'b1;
                clr_sample = (sample_count == 13'd2604);
            end
            s_stop: begin
                ns = (sample_count == 13'd2604) ? s_idle : s_stop;
                tx = 1'b0;
					 clr_bit = 1;
                clr_byte = (sample_count == 13'd2604);
                inc_sample = 1'b1;
                clr_sample = (sample_count == 13'd2604);
                done = (sample_count == 13'd2604);
            end
        endcase
    end
endmodule: trans_fsm
==> impl.org <==
#+TITLE: Physical design notes

** Outcome
- Outcome :: completed

** STA
- After routing, the total negative slack on setup checks comes to 0 ns.
- Pins over their slew limit in the final report were tallied at 0.
- Setup violations remaining at the end of the flow were counted as 0.
- Clock skew :: 0.00726 ns
- Looking at the max-slew report, the worst-margin pin has a slew of 0.664 ns.
- Dividing the final minimum period by the clock period gives 0.589.
- The worst path needs 3.59 ns of the cycle, external delays included.
- Setup repair after global routing left no endpoint under its margin.
- Max-slew headroom :: 0.558
- Timing would allow up to 278 MHz.
- The final timing report lists a hold violation count of 0.

** Placed design
- Quantity of I/O buffers inserted on ports :: 12
- Once placement finished, the instance area stood at 3500 µm².
- HPWL Detailed :: 4.10 mm
- Final weighted congestion of routability-driven global placement :: 0.803

** Drt
- TritonRoute output was used to compute an average wire per cell of 14.4 µm.
- TritonRoute reported its final design rule violation total as 0.
- In this run, the number of DRC markers left after iteration 0 of detailed routing was 167.
- Number of search-and-repair iterations in the first detailed-routing pass :: 4
- In the routed netlist, the antenna diode instances number 0.
- WL final :: 6.04 mm
- Antenna Violating Nets Remaining :: 0
- Total number of vias :: 2,359
- Detailed-route vias per instance :: 5.63

** Clock tree
- Clock-pin slew of the registers on the worst-case setup and hold paths :: 0.07 ns
- Clock tree from TritonCTS :: yes
- Clock Sink Count :: 66
- The clock tree synthesis step divided the H-tree into 3 levels.
- Max Root-Sink Buffers :: 2
- In this run, post-CTS hold repair placed 0 buffers.
- Number of gates resized after CTS :: 0
- Clock latency at the later pin of the worst-skew pair :: 0.33 ns
- TritonCTS buffer count :: 9
- After clock tree synthesis, the setup repair step added 0 buffers.
- The tree is rooted in a sky130_fd_sc_hd__clkbuf_8.

** Floorplan
- Total die size :: 6980 µm²
- Row cnt :: 29
- The horizontal die dimension reported for this design is 83.6 µm.
- Core Area :: 6390 µm²
- For this design the top-level I/O count stands at 14.
- The initial utilization of the core area, before any placement, comes to 0.521.
- According to the floorplan report, the die height is 83.6 µm.

** GRT
- Maximum number of pins on one net before global-route repair :: 46
- Aggregate global-route resource usage :: 0.194
- Overflow after GRT :: 0
- First-pass GRT wire length :: 10.7 mm
- The number of antenna violations at the first check in global routing came to 0.
- The via count of the first global-routing pass was 2,213.

** Cells and area
- Sequential cell area in the final layout :: 1650 µm²
- The multi-input combinational cells in the finished layout cover a total of 1580 µm².
- Fill cells in the final layout number 554.
- Proportion of layout cells with a drive suffix above 1 :: 0.0994
- Compared with the post-synthesis result, the final layout area differs by 10.1%.
- Total non-filler cell area in the finished layout :: 3660 µm²

** Power
- Per the OpenROAD power report, leakage power amounts to 1.75 nW.
- Across the VDD grid, the largest voltage drop is 0.000170 V.
- Power density of the placed cells :: 209 nW/µm²

** Yosys
- For this run, the register share of the synthesized area comes to 0.497.
- Synthesized cell area :: 3330 µm²
- For this run, the number of Yosys warnings is 2.
- Number of enable flip-flop cells :: 0
- The area fraction of the largest cell type after synthesis is 0.481.
- The main area contributors are sky130_fd_sc_hd__dfrtp_1, sky130_fd_sc_hd__xnor2_1, sky130_fd_sc_hd__nand2_1.
- The number of different library cells used by synthesis comes to 44.
- Flops & latches, synth :: 66
- Per the synth stats, the proportion of register bits with asynchronous set or reset is 1.00.
- Synth Area per Inst :: 10.3 µm²
- Synthesized netlist cell count :: 323
- Area reported by Yosys stat :: 3330 µm²
- Cells in synth_stat.txt :: 323
- Per the synthesis report, the dominant area consumer among library cells is sky130_fd_sc_hd__dfrtp_1.
- Among all flip-flop cells after synthesis, the most frequent one is sky130_fd_sc_hd__dfrtp_1.

** Worst hold path
- Note that the worst hold path type here is reg -> reg.

** Critical path
- Along the worst path, the maximum fanout reaches 4.
- Worst Path Class, Setup :: reg -> out
- On the critical path the data arrives at 2.37 ns.
- Nature of the critical path startpoint :: flop
- Required time reported for the critical path endpoint :: 4.88 ns
- STA classifies the critical path endpoint as a primary output.

** Job
- The number of warnings reported in the stage logs is 28.
- The tool flagged a number of max-cap violations equal to 0.
## placed cells by master (no fill, tap or decap), drive strengths merged, types with 10 or more instances in the layout
cell type	instances
a21o	15
and3	10
clkbuf	13
clkdlybuf4s50	11
dfrtp	64
nand2	40
nand3	20
nor2	14
o21ai	14
xnor2	21
xor2	14
## worst max-delay path, stage by stage (launching register included)
cell and delay [ns]:
sky130_fd_sc_hd__dfrtp_1 0.42, sky130_fd_sc_hd__or4b_1 0.57, sky130_fd_sc_hd__nor3_1 0.36, sky130_fd_sc_hd__and3_1 0.24, sky130_fd_sc_hd__clkdlybuf4s50_1 0.46
## per-stage QoR
stage	total power, mW	utilization	std cells	worst slack [ns]	hold WS (ns)
2_1_floorplan	0.447	-	323	3.29	0.434
3_3_place_gp	0.464	0.548	403	2.50	0.456
3_5_place_dp	0.464	0.548	403	2.50	0.459
4_1_cts	0.776	0.573	419	2.51	0.471
5_1_grt	0.798	0.573	419	2.45	0.491
6_report	0.765	0.573	419	2.51	0.466
## final cells by class
cell class / count / share of cell area
flip-flops and latches: 66 / 0.452
multi-input cells: 236 / 0.430
clock buffers: 13 / 0.0407
repair buffers: 15 / 0.0376
well taps: 77 / 0.0263
inverters: 9 / 0.00922
clock inverters: 3 / 0.00410
## routing by layer
metal,vias to the layer above,part of all wire,track usage
li1,1188,-,-
met1,1130,0.50,0.329
met2,35,0.45,0.287
met3,6,0.038,0.0382
met4,0,0.0098,0.0169
met5,-,0,0
## cells by family (layout without fill, tap and decap cells)
family / Yosys count / count (layout) / synth area share
flops: 66 / 66 / 0.497
other cells: 1 / 1 / 0.00113
buf+inv: 21 / 40 / 0.0290
simple gates: 136 / 136 / 0.231
compound gates: 57 / 57 / 0.124
xor+xnor: 35 / 35 / 0.0921
mux: 1 / 1 / 0.00301
fa+ha+maj: 6 / 6 / 0.0226
## sequential cells by signal, summed over array words and instances (netlist names)
| name | flops |
|---|---|
| tfsm.trans_byte | 8 |
| tfsm.seen_byte | 8 |
| pfsm.delay_count | 26 |
| tfsm.sample_count | 13 |
| pfsm.cs | 3 |
| tfsm.bit_count | 4 |
| tfsm.cs | 4 |
## power breakdown
part	internal, mW	total [mW]	switching (mW)
Combinational	0.00639	0.0176	0.0112
Sequential	0.438	0.438	0
Clock	0.157	0.310	0.153
Total	0.601	0.765	0.164
## Yosys cell counts (3+ instances only)
cell and count:
sky130_fd_sc_hd__a22o_1 4, sky130_fd_sc_hd__a21oi_1 7, sky130_fd_sc_hd__or4b_2 4, sky130_fd_sc_hd__nand2_1 40, sky130_fd_sc_hd__clkbuf_1 6, sky130_fd_sc_hd__nor2_1 14, sky130_fd_sc_hd__nor3_1 7, sky130_fd_sc_hd__and2_1 4
sky130_fd_sc_hd__nand2b_1 3, sky130_fd_sc_hd__o21ai_0 14, sky130_fd_sc_hd__ha_1 6, sky130_fd_sc_hd__xnor2_1 21, sky130_fd_sc_hd__dfrtp_1 64, sky130_fd_sc_hd__nand3_1 20, sky130_fd_sc_hd__xor2_1 14, sky130_fd_sc_hd__nor2b_1 3
sky130_fd_sc_hd__and4_1 7, sky130_fd_sc_hd__nand4_1 8, sky130_fd_sc_hd__inv_1 9, sky130_fd_sc_hd__and3_1 10, sky130_fd_sc_hd__a32oi_1 3, sky130_fd_sc_hd__a21o_1 15, sky130_fd_sc_hd__o221a_2 7, sky130_fd_sc_hd__nor4bb_1 6
## final timing paths
path	startpoint	to	slack, ns	cells after the start
min in group asynchronous	rst_l	tfsm.seen_byte[6]$_DFF_PN0_	0.84	1
worst min-delay path	pfsm.delay_count[21]$_DFFE_PN0P_	pfsm.delay_count[21]$_DFFE_PN0P_	0.47	1
worst max-delay path	tfsm.sample_count[6]$_DFFE_PN0P_	done	2.51	4
worst min register to register	pfsm.delay_count[21]$_DFFE_PN0P_	pfsm.delay_count[21]$_DFFE_PN0P_	0.47	1
max in group asynchronous	rst_l	tfsm.sample_count[1]$_DFFE_PN0P_	4.32	2
worst max register to register	pfsm.cs[2]$_DFF_PN0_	tfsm.trans_byte[3]$_DFFE_PN0P_	3.57	5
No activity file was given, so power comes from the tool's default toggle rates.
